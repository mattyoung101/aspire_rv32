## flow/constraint.sdc

```tcl
current_design uart_tx

set clk_period 2.9
set clk_io_pct 0.2

create_clock -name clk0 -period $clk_period [get_ports {clk}]

set non_clock_inputs [all_inputs -no_clocks]
set_input_delay [expr $clk_period * $clk_io_pct] -clock clk0 $non_clock_inputs
set_output_delay [expr $clk_period * $clk_io_pct] -clock clk0 [all_outputs]
```

## flow/config.mk

```make
export PLATFORM = sky130hd
export DESIGN_NAME = uart_tx
export DESIGN_NICKNAME = uart_tx
export VERILOG_FILES = /design/flow/design.v
export SDC_FILE = /design/flow/constraint.sdc
export NUM_CORES = 4
export LEC_CHECK = 1
export CORE_UTILIZATION = 30
export SYNTH_HDL_FRONTEND = slang
```

## flow/design.v

```verilog
`default_nettype none
typedef enum {
    ALU_ADD,  
    ALU_SLL,  
    ALU_XOR,  
    ALU_SRL,  
    ALU_SRA,  
    ALU_OR,   
    ALU_AND,  
    ALU_SUB,  
    ALU_MULS_LO,  
    ALU_MULS_HI,  
    ALU_MULU_LO,  
    ALU_MULU_HI  
} ALUOp_t;
module uart_tx #(
    parameter
    DATA_WIDTH = 8,
    BAUD_RATE = 115200,
    CLK_FREQ = 20_000_000,   
    localparam LB_DATA_WIDTH    = $clog2(DATA_WIDTH),
               PULSE_WIDTH      = CLK_FREQ / BAUD_RATE,
               LB_PULSE_WIDTH   = $clog2(PULSE_WIDTH),
               HALF_PULSE_WIDTH = PULSE_WIDTH / 2
) (
    output logic                  sig,
    input  logic [DATA_WIDTH-1:0] data,
    input  logic                  valid,
    output logic                  ready,
    input  logic                  clk,
    input  logic                  rstn
);
  typedef enum logic [1:0] {
    STT_DATA,
    STT_STOP,
    STT_WAIT
  } statetype;
  statetype                     state;
  logic     [   DATA_WIDTH-1:0] data_r;
  logic                         sig_r;
  logic                         ready_r;
  logic     [LB_DATA_WIDTH-1:0] data_cnt;
  logic     [ LB_PULSE_WIDTH:0] clk_cnt;
  always_ff @(posedge clk) begin
    if (!rstn) begin
      state    <= STT_WAIT;
      sig_r    <= 1;
      data_r   <= 0;
      ready_r  <= 1;
      data_cnt <= 0;
      clk_cnt  <= 0;
    end else begin
      case (state)
        STT_DATA: begin
          if (0 < clk_cnt) begin
            clk_cnt <= clk_cnt - 1;
          end else begin
            sig_r   <= data_r[data_cnt];
            clk_cnt <= PULSE_WIDTH;
            if (data_cnt == DATA_WIDTH - 1) begin
              state <= STT_STOP;
            end else begin
              data_cnt <= data_cnt + 1;
            end
          end
        end
        STT_STOP: begin
          if (0 < clk_cnt) begin
            clk_cnt <= clk_cnt - 1;
          end else begin
            state   <= STT_WAIT;
            sig_r   <= 1;
            clk_cnt <= PULSE_WIDTH + HALF_PULSE_WIDTH;
          end
        end
        STT_WAIT: begin
          if (0 < clk_cnt) begin
            clk_cnt <= clk_cnt - 1;
          end else if (!ready_r) begin
            ready_r <= 1;
          end else if (valid) begin
            state    <= STT_DATA;
            sig_r    <= 0;
            data_r   <= data;
            ready_r  <= 0;
            data_cnt <= 0;
            clk_cnt  <= PULSE_WIDTH;
          end
        end
        default: begin
          state <= STT_WAIT;
        end
      endcase
    end
  end
  assign sig   = sig_r;
  assign ready = ready_r;
endmodule
```

## flow/run.sh

```bash
#!/bin/bash
# OpenROAD 26Q1-2900-gdf79404cd8, Yosys 0.63+post, stock flow scripts
make -C /OpenROAD-flow-scripts/flow DESIGN_CONFIG=/design/flow/config.mk WORK_HOME=/design/flow/orfs finish
```

==> qor.tcl <==
set qor(outcome) {completed}
set qor(cp-startpoint) {clk_cnt[2]}
set qor(synthToLayoutAreaGrowth_pct) 18.5
set qor(clockRootBuffer) {sky130_fd_sc_hd__clkbuf_8}
set qor(postSynthCellCount) 138
set qor(power_density_mw_per_mm2) 995
set qor(top_layout_cells) {sky130_fd_sc_hd__dfxtp_1, sky130_fd_sc_hd__nor2_1, sky130_fd_sc_hd__clkdlybuf4s50_1}
set qor(warnings) 25
set qor(postPlaceCellArea_sq_mm) 0.00144
set qor(layout_cell_share_with_drive_strength_beyond_1_pct) 9.27
set qor(regToRegStartpoint) {clk_cnt[2]}
set qor(first_pass_iters) 4
set qor(drc) 0
set qor(detail_route.wirelength_microns) 2730
set qor(globalRoute.busiestLayer) {met2}
set qor(worst_slack_ns) 0.826
set qor(core_area_sq_mm) 0.00400
set qor(grt_antenna_before_repair) 0
set qor(placement_rows) 23
set qor(top_level_ports) 13
set qor(tritoncts.num_buffers) 3
set qor(cts_resized) 0
set qor(yosysWarnings) 0
set qor(post_synth_instance_area_sq_mm) 0.00126
set qor(cells_along_the_critical_path) {nor4_4 -> nand3_1 -> or4b_2 -> a21oi_1}
set qor(global_route.usage.met2_pct) 21.8
set qor(antenna_cells_inserted) 0
set qor(placed_cells) 197
set qor(stdcell_area_sq_mm) 0.00149
set qor(initial_standard_cell_utilization_of_the_core_pct) 31.4
set qor(cts_hold_buffers) 0
set qor(layout_top_cell) {sky130_fd_sc_hd__dfxtp_1}
set qor(edf_count) 0
set qor(async_reset_ff_share_pct) 0
set qor(dieArea_sq_mm) 0.00445
set qor(clock-skew-final_ns) 0.00833
set qor(wl_per_cell_microns) 13.6
set qor(first_iter_violations) 99
set qor(slowest_delay_ns) 0.69
set qor(first_global_vias) 982
set qor(ys_seq_elements) 25
set qor(track_usage_pct) 13.3
set qor(synth_stat.cells) 138
set qor(timing.critical_path.to_type) {register}
set qor(syn-mean-instance-area_sq_um) 9.10
set qor(fmaxAchievable_mhz) 482
set qor(dp_hpwl_microns) 1910
set qor(clock_latency_ns) 0.27
set qor(synth-main-ff-cell) {sky130_fd_sc_hd__dfxtp_1}
set qor(yosys.stat.chipArea_sq_mm) 0.00126
set qor(post_layout_power_mw) 1.48
set qor(worst_hold_startpoint) {clk_cnt[8]}
set qor(global_route.usage.met3_pct) 3.47
set qor(hold_path_class) {reg2reg}
set qor(final.period_utilization_pct) 71.5
set qor(clkTransAtPathRegs_ns) 0.09
set qor(grt_first_pass_wirelength_microns) 4480
set qor(die_x_microns) 66.7
set qor(number_of_maximum_capacitance_violations) 0
set qor(cp-start-kind) {register}
set qor(rsz0062_at_grt) {no}
set qor(post_place_worst_slack_ns) 0.711
set qor(avgViaCountPerCell) 5.57
set qor(number_of_endpoints_failing_setup_at_the_final_stage) 0
set qor(crit_type) {reg2reg}
set qor(cts.sinks) 25
set qor(crit_arrival_ns) 2.28
set qor(layoutNonFillerInstCount) 201
set qor(portBuffers) 12
set qor(finalSetupTns_ns) 0
set qor(grt_use_met1_pct) 18.4
set qor(timing.final.max_slew_violations) 0
set qor(slew_headroom_pct) 66.4
set qor(critical-path-slowest-cell) {sky130_fd_sc_hd__or4b_2}
set qor(synth_cell_type_count) 37
set qor(worst-slew-pin-transition_ns) 0.499
set qor(finish.utilization_pct) 37.2
set qor(cp.required_ns) 3.10
set qor(place_congestion) 0.895
set qor(final-hold-violation-count) 0
set qor(final.hold.worst_slack_ns) 0.477
set qor(irDropWorstVdd_mv) 0.331
set qor(tritoncts) {done}
set qor(h-tree-depth) 1
set qor(number_of_buffers_on_the_longest_clock_path) 2
set qor(post_cts_buffers) 0
set qor(grt-ovfl-total) 0
set qor(worst-path-max-fanout) 7
set qor(yosys.stat.seqShare_pct) 39.8
set qor(antenna_left) 0
set qor(grt_max_degree) 22
set qor(die_h_microns) 66.7
set qor(power_leakage_nw) 0.525
set qor(routed-via-count) 1120
set qor(fillerInstances) 395
set qor(finalCriticalPeriod_ns) 2.07
-- synth_stat cells (all sizes together) (2+ instances only) --
cell,number,area [sq um]
a21boi,2,15.0
a21oi,9,45.0
a31oi,2,12.5
clkbuf,5,18.8
dfxtp,25,500
ha,3,37.5
inv,5,18.8
mux2i,9,90.1
mux4,2,45.0
nand2,7,26.3
nand3,8,40.0
nand4,4,25.0
nor2,13,48.8
nor3,3,20.0
nor4,4,40.0
o211a,2,20.0
o21a,2,15.0
o21ai,8,40.0
or3,5,31.3
or4,6,48.8
-- flip-flops by register name (all words and copies together), names as in the netlist --
name / cells
clk_cnt: 9
data_cnt: 3
data_r: 8
ready: 1
sig: 1
state: 3
-- worst paths after layout --
check	cells after the start	to	slack (ns)
worst max-delay path	4	data_cnt[1]	0.83
worst min-delay path	2	clk_cnt[8]	0.48
worst max register to register	4	data_cnt[1]	0.83
worst min register to register	2	clk_cnt[8]	0.48
-- per-layer routing --
layer  vias up  part of all wire (%)
met5         -                     0
met4         0                   1.4
met3         4                   5.0
met2        27                    46
met1       539                    48
li1        550                     -
-- critical path, delay by kind of cell (launching register included) --
family / cells / cell delay, ns
flops: 1 / 0.38
compound gates: 1 / 0.15
simple gates: 3 / 1.46
-- logic make-up (layout without fill, tap and decap cells) --
logic type                 count (synthesis)  after routing  share of synthesized area (%)
adders and majority gates                  3              3                           2.99
muxes                                     11             11                           10.8
buffers and inverters                     11             24                           3.39
DFF                                       25             25                           39.8
AOI/OAI and AO/OA                         35             35                           18.7
and+or+nand+nor                           53             53                           24.3
-- cell type report --
cell class	instances	area, sq um	area share, %
well taps	50	62.6	4.20
multi-input cells	102	719	48.3
inverters	5	18.8	1.26
clock buffers	4	45.0	3.03
flip-flops and latches	25	500	33.6
repair buffers	15	143	9.58
-- where the power goes --
| group | leakage [nW] | internal (mW) | switching, mW |
|---|---|---|---|
| Combinational | 0.298 | 0.329 | 0.393 |
| Clock | 0.0228 | 0.0983 | 0.111 |
| Sequential | 0.204 | 0.443 | 0.108 |
Power and IR drop assume default switching activity.
